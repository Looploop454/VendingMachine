--- run.sh ---
#!/bin/bash
# OpenROAD 26Q1-2900-gdf79404cd8, Yosys 0.63+post, stock flow scripts
make -C /OpenROAD-flow-scripts/flow DESIGN_CONFIG=/design/flow/config.mk WORK_HOME=/design/flow/orfs finish
--- config.mk ---
export PLATFORM = sky130hd
export DESIGN_NAME = VendingMachine
export DESIGN_NICKNAME = VendingMachine
export VERILOG_FILES = /design/flow/design.v
export SDC_FILE = /design/flow/constraint.sdc
export NUM_CORES = 4
export LEC_CHECK = 1
export CORE_UTILIZATION = 50
--- constraint.sdc ---
current_design VendingMachine

set clk_period 17.7
set clk_io_pct 0.2

create_clock -name clk0 -period $clk_period [get_ports {Clk}]

set non_clock_inputs [all_inputs -no_clocks]
set_input_delay [expr $clk_period * $clk_io_pct] -clock clk0 $non_clock_inputs
set_output_delay [expr $clk_period * $clk_io_pct] -clock clk0 [all_outputs]
--- design.v ---
module SevenSegDecoder (
    input [3:0] digit,       
    output reg [6:0] segments  
);
    always @(*) begin
        case (digit)
            4'd0: segments = ~7'b0111111;  
            4'd1: segments = ~7'b0000110;  
            4'd2: segments = ~7'b1011011;  
            4'd3: segments = ~7'b1001111;  
            4'd4: segments = ~7'b1100110;  
            4'd5: segments = ~7'b1101101;  
            4'd6: segments = ~7'b1111101;  
            4'd7: segments = ~7'b0000111;  
            4'd8: segments = ~7'b1111111;  
            4'd9: segments = ~7'b1101111;  
            default: segments = ~7'b0000000;  
        endcase
    end
endmodule
module VendingMachine #(
    parameter ClockFrequency = 50000000  
) (
    input Clk,               
    input nRst,              
    input button1,   
    input button2,           
    input switch,     
    output reg led1,  
    output reg led2,         
    output [6:0] seg1,  
    output [6:0] seg2,       
    output [6:0] seg3,       
    output [6:0] seg4        
);
    parameter COST = 100;              
    parameter CREDIT_INCREMENT = 5;    
    reg [31:0] Ticks_Internal;         
    reg [15:0] credits;                
    reg [31:0] led1_timer;             
    reg [31:0] led2_timer;             
    wire [3:0] thousands, hundreds, tens, ones;
    wire debounced_button1, debounced_button2;
    wire button1_pressed, button2_pressed;
    debounce #(
        .ClockFrequency(ClockFrequency),
        .DebounceTimeMs(20)
    ) debounce_button1 (
        .Clk(Clk),
        .nRst(nRst),
        .ButtonIn(button1),
        .ButtonOut(debounced_button1)
    );
    debounce #(
        .ClockFrequency(ClockFrequency),
        .DebounceTimeMs(20)
    ) debounce_button2 (
        .Clk(Clk),
        .nRst(nRst),
        .ButtonIn(button2),
        .ButtonOut(debounced_button2)
    );
    edge_detector edge_detector_button1 (
        .Clk(Clk),
        .nRst(nRst),
        .SignalIn(debounced_button1),
        .PulseOut(button1_pressed)
    );
    edge_detector edge_detector_button2 (
        .Clk(Clk),
        .nRst(nRst),
        .SignalIn(debounced_button2),
        .PulseOut(button2_pressed)
    );
    SevenSegDecoder seven_seg1 (
        .digit(ones),
        .segments(seg1)
    );
    SevenSegDecoder seven_seg2 (
        .digit(tens),
        .segments(seg2)
    );
    SevenSegDecoder seven_seg3 (
        .digit(hundreds),
        .segments(seg3)
    );
    SevenSegDecoder seven_seg4 (
        .digit(thousands),
        .segments(seg4)
    );
    assign thousands = (credits >= 1000) ? (credits / 1000) % 10 : 0;
    assign hundreds  = (credits >= 100)  ? (credits / 100) % 10  : 0;
    assign tens      = (credits >= 10)   ? (credits / 10) % 10   : 0;
    assign ones      = credits % 10;
    always @(posedge Clk or negedge nRst) begin
        if (!nRst) begin
            Ticks_Internal <= 0;
            credits <= 16'd0; 
            led1 <= 0;
            led2 <= 0;
            led1_timer <= 0;
            led2_timer <= 0;
        end else begin
            if (credits > 9999) 
                credits <= 9999;
            if (Ticks_Internal == ClockFrequency - 1) begin
                Ticks_Internal <= 0;
                if (led1_timer > 0) 
                    led1_timer <= led1_timer - 1;
                if (led2_timer > 0) 
                    led2_timer <= led2_timer - 1;
                if (led1_timer == 1) 
                    led1 <= 0;
                if (led2_timer == 1) 
                    led2 <= 0;
                if (switch)
                    credits <= credits + CREDIT_INCREMENT;
            end else begin
                Ticks_Internal <= Ticks_Internal + 1;
            end
            if (button1_pressed) begin
                if (credits >= COST) begin
                    credits <= credits - COST;
                    led1 <= 1;
                    led1_timer <= led1_timer + ClockFrequency;  
                end
            end
            if (button2_pressed) begin
                if (credits >= COST) begin
                    credits <= credits - COST;
                    led2 <= 1;
                    led2_timer <= led2_timer + ClockFrequency;  
                end
            end
        end
    end
endmodule
module debounce #(
    parameter ClockFrequency = 50000000,  
    parameter DebounceTimeMs = 20         
) (
    input Clk,            
    input nRst,           
    input ButtonIn,       
    output reg ButtonOut  
);
    localparam CounterMax = (ClockFrequency / 1000) * DebounceTimeMs;
    reg [31:0] counter;
    reg stable_state;
    always @(posedge Clk or negedge nRst) begin
        if (!nRst) begin
            counter <= 0;
            stable_state <= 1'b1;  
            ButtonOut <= 1'b1;     
        end else begin
            if (ButtonIn == stable_state) begin
                if (counter < CounterMax) begin
                    counter <= counter + 1;
                end else begin
                    ButtonOut <= ButtonIn;  
                end
            end else begin
                counter <= 0;
                stable_state <= ButtonIn;
            end
        end
    end
endmodule
module edge_detector (
    input Clk,          
    input nRst,         
    input SignalIn,     
    output reg PulseOut  
);
    reg SignalIn_d;  
    always @(posedge Clk or negedge nRst) begin
        if (!nRst) begin
            SignalIn_d <= 1'b1;  
            PulseOut <= 1'b0;
        end else begin
            SignalIn_d <= SignalIn;
            PulseOut <= (~SignalIn) & SignalIn_d;  
        end
    end
endmodule
==> flow_summary.ini <==
; implementation run metrics
[synth]
yosys_warnings = 4
synth.cellmix.adderShare_pct = 4.40
synth-area-yosys_sq_um = 21100
yosys.area.top_type_share_pct = 21.3
post_synth_inst_count = 2861
synthSimpleGateAreaFrac_pct = 28.4
netlist.top_cell.by_area = sky130_fd_sc_hd__dfrtp_1
fraction_of_registers_with_async_set_or_reset_after_synthesis_pct = 100
synth.distinct_cells = 113
ys_sh_xor_pct = 9.90
post_synth_ao_oa_area_fraction_pct = 28.1
ys_sh_mux_pct = 2.81
yosys_most_used_dff = sky130_fd_sc_hd__dfrtp_1
post_synthesis_cell_count_from_yosys = 2861
yosys-dominant-comb-family = simple AND/OR/NAND/NOR gates
netlist_top_cells_area = sky130_fd_sc_hd__dfrtp_1 21%, sky130_fd_sc_hd__xnor2_1 5.9%, sky130_fd_sc_hd__nor2_1 5.5%, sky130_fd_sc_hd__nand2_1 5.3%, sky130_fd_sc_hd__a21oi_1 4.6%
edf_count = 0
postSynthAreaPerCell_sq_um = 7.38
yosys.stat.seqShare_pct = 22.1
synth.cell_area_sq_um = 21100
yosys_register_bits = 186

[clocking]
max-clock-path-buffers = 2
worstSkewPairLatency_ps = 450
clock_tree_from_tritoncts = done
clock_tree.root_cell = sky130_fd_sc_hd__clkbuf_16
cts_num_sinks = 186
htree_num_levels = 4
hold_buffers = 0
numCtsBuffers = 17
path_clk_slew_ps = 80

[critical_path]
cp_common_cell = sky130_fd_sc_hd__buf_4
worst_path_max_delay_cell = sky130_fd_sc_hd__o32ai_1
setup_slack_reg_to_reg_ps = 13200
cp_data_arrival_time_ps = 13380
worst_r2r_endpoint = credits[5]$_DFF_PN0_
worst-setup-path-type = flip-flop to output port
slowest_delay_ps = 910
timing.rr.start = credits[11]$_DFF_PN0_
crit_fanout = 17
required_time_at_the_worst_slack_endpoint_ps = 14160
cp-end-kind = output port
setup.worst_path.start_class = flip-flop
r2r_cells = 14

[grt]
first_global_vias = 18940
grt_first_pass_wirelength_um = 97000
grt_antenna_before_repair = 1
global_route.overflow_total = 0
grt_usage_pct = 27.4
grt_start_max_net_pins = 75

[layout]
filler_cell_count = 3758
stdcell_area_sq_um = 22800
combGateArea_sq_um = 15700
drive_above_1_share_pct = 7.70
syn2layout_area_growth_pct = 7.81
regArea_sq_um = 4660

[flow_run]
tool_warnings = 57
timing.max_cap.violations = 0

[detailed_routing]
drt_wl_total_um = 58300
route.antenna.remaining_nets = 0
via_count = 21198
drt_drc = 0
firstDrtPassIters = 5
antenna_cells_inserted = 0
avgRoutedWirePerCell_um = 17.3
drc_marker_count_from_the_first_detailed_route_iteration = 1612
detail_route.vias_per_cell = 6.28

[worst_hold_path]
hold_start = debounce_button1.ButtonOut$_DFFE_PN1P_
holdCritPathClass = flip-flop to flip-flop
worstHoldPathCells = 0
hold_end = edge_detector_button1.SignalIn_d$_DFF_PN1_

[final_timing]
final_hold_violation_tally = 0
drv_slew = 0
timing.final.crit_share_pct = 95.6
final_setup_skew_ps = 10.6
min_period_ps = 16920
final_critical_path_setup_slack_ps = 781
tightestPinTransition_ps = 1080
worst_hold_slack_ps = 397
max_clock_freq_ghz = 0.0591
timing.final.setup_violations = 0
worst_slew_margin_rel_pct = 27.9

[placement]
finalWeightedCongestion = 1.01
buffer_ports.inserted = 34
placed_area_sq_um = 22000
dp_hpwl_um = 43800
pre_cts_ws_ps = 631

[floorplan]
floorplan.initialDensity_pct = 51.2
die-width_um = 208
core_area_sq_um = 41300
row_count = 74
die_area_sq_um = 43100
die_y_um = 208
num_io_pins = 35

[run_status]
outcome = finished, final reports clean
## sequential cells by signal (all words and copies together) (netlist names), 16 cells and up
name and count:
debounce_button2.counter 32, Ticks_Internal 32, debounce_button1.counter 32, credits 16
led1_timer 32, led2_timer 32
## cell usage in the layout, fill, tap and decap left out, drive strengths merged, types with 32 or more instances in the layout
cell and count:
nor3 121, o21ai 184, nand2 299, or3 32, and3 45, nand3 127
a21oi 195, clkdlybuf4s50 33, nor2 312, nor4 43, and2 50, xor2 90
nand4 57, o211ai 41, buf 64, ha 59, xnor2 144, mux2i 45
a211oi 55, dfrtp 180, o22ai 35, inv 89, a31oi 55
## logic make-up after synthesis
group | Yosys count
flip-flops | 186
XOR/XNOR | 235
buffers and inverters | 233
AND-OR/OR-AND | 858
adder cells (fa/ha/maj) | 78
AND/OR/NAND/NOR | 1214
multiplexers | 57
## worst max-delay path by stage
| stage | end | start |
|---|---|---|
| after CTS | seg2[2] | credits[14]$_DFF_PN0_ |
| after global routing | seg2[5] | credits[14]$_DFF_PN0_ |
| final | seg2[5] | credits[14]$_DFF_PN0_ |
## cell usage after synthesis (all sizes together) (50+ instances only)
cell,count
a211oi,55
a21oi,195
a31oi,55
and2,50
clkbuf,109
dfrtp,180
ha,59
inv,81
nand2,299
nand3,127
nand4,57
nor2,312
nor3,121
o21ai,184
xnor2,144
xor2,90
## worst max-delay path: cells and delay by family (launching register included)
family,cells,cell delay (ps)
compound gates,16,5250
flops,1,580
mux,3,540
simple gates,15,3980
fa+ha+maj,2,630
buf+inv,8,1730
xor+xnor,1,190
## per-layer routing
metal	vias up	part of all wire (%)	global-route usage (%)
met5	-	0.022	0
met4	2	2.8	6.07
met3	86	5.1	3.26
met2	585	45	42.7
met1	9942	47	41.6
li1	10583	-	-
## metrics by stage
step	TNS [ps]	util, %	cells
3_3_place_gp	0	53.2	3335
5_1_grt	-11.8	55.2	3377
2_1_floorplan	0	-	2861
4_1_cts	0	54.6	3367
3_5_place_dp	0	53.2	3335
6_report	0	55.2	3377
## repair_timing
| action | CTS | global route |
|---|---|---|
| buffers inserted | 0 | 10 |
| resized | 0 | 35 |
| endpoints found under the hold margin | 0 | 0 |
| endpoints found under the setup margin | 0 | 24 |
## cell type report
| type | count | area share (%) |
|---|---|---|
| clock inverters | 14 | 0.566 |
| well taps | 532 | 2.92 |
| repair buffers | 98 | 3.62 |
| clock buffers | 18 | 1.93 |
| flip-flops and latches | 186 | 20.5 |
| inverters | 87 | 1.44 |
| multi-input cells | 2442 | 69.0 |
